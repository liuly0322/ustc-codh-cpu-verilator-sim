<file path="flow/config.mk">
export PLATFORM = sky130hd
export DESIGN_NAME = dist_mem
export DESIGN_NICKNAME = dist_mem
export VERILOG_FILES = /design/flow/design.v
export SDC_FILE = /design/flow/constraint.sdc
export NUM_CORES = 4
export LEC_CHECK = 1
export CORE_UTILIZATION = 50
export SYNTH_HDL_FRONTEND = slang
export SYNTH_MEMORY_MAX_BITS = 65536
</file>
<file path="flow/run.sh">
#!/bin/bash
# OpenROAD 26Q1-2900-gdf79404cd8, Yosys 0.63+post, stock flow scripts
make -C /OpenROAD-flow-scripts/flow DESIGN_CONFIG=/design/flow/config.mk WORK_HOME=/design/flow/orfs finish
</file>
<file path="flow/design.v">
module dist_mem(
    input  [7:0] a,
    input  [7:0] dpra,
    input  [31:0] d,
    input  clk,
    input  we,
    output [31:0] spo,
    output [31:0] dpo);
    reg [31: 0] mem[0: 255];
    initial begin
       $readmemh("headers/data.coe", mem);
    end
    always @(posedge clk)
        if (we) mem[a] <= d;
    assign spo = mem[a];
    assign dpo = mem[dpra];
endmodule
</file>
<file path="flow/constraint.sdc">
current_design dist_mem

set clk_period 197.8
set clk_io_pct 0.2

create_clock -name clk0 -period $clk_period [get_ports {clk}]

set non_clock_inputs [all_inputs -no_clocks]
set_input_delay [expr $clk_period * $clk_io_pct] -clock clk0 $non_clock_inputs
set_output_delay [expr $clk_period * $clk_io_pct] -clock clk0 [all_outputs]
</file>
==> deck_impl_summary.md <==
Run Summary

Drt
  • Final wirelength: 1510 mm
  • Number of DRC markers in iteration 0: 17.6k
  • ANT nets after route: 1
  • Residual DRC: 0
  • Via count: 219k
  • Wire per inst: 49.7 um
  • DRT Pass-1 Iters: 7
  • Via density per instance: 7.21

Yosys
  • Post-Syn Area per Cell: 20.7 sq um
  • Synth area leaders: edfxtp_1 65%, mux4_2 23%, mux2i_1 3.8%
  • Top-count cell post-synth: edfxtp_1
  • Top cells by count, synth: 8,192 x edfxtp_1, 3,906 x mux4_2, 1,445 x mux2i_1, 599 x clkbuf_1, 516 x o22ai_1
  • EDFF count, synth: 8,192
  • Synth Register Bits: 8,192
  • Synth Warn #: 0
  • Main flop type: edfxtp_1
  • Mapped Cells: 18.3k
  • Post-Syn Area: 379,000 sq um
  • Synth Seq Share: 64.9%
  • YS chip area: 379,000 sq um
  • # Cells Yosys: 18.3k
  • Top-area cell share: 64.9%
  • Yosys top cell by area: edfxtp_1
  • Async SR Flop Fraction: 0%
  • Yosys cell types: 69

Global routing
  • Global-route wire length before repair: 2030 mm
  • Number of global-route vias before repair: 237k
  • Largest net degree at the start of global routing: 101
  • Initial antenna violation count: 197
  • GRT overflow: 0
  • Gr usage total: 45.2%

Final timing
  • # setup viols final: 0
  • Minimum clock period: 87.75 ns
  • Fin. max-slew vios: 34
  • Peak Freq: 11.4 MHz
  • Fin Setup TNS: 0 ns
  • Unrepaired setup endpoints after global routing: no
  • Fin crit share: 44.4%
  • Final hold vios: 0
  • Worst slew pin tran: 1.73 ns
  • Worst slew margin: -15.6%

Clock tree
  • CTS tree: done
  • Clock buffer count from CTS: 858
  • Setup Buffers After CTS: 0
  • CTS Hold Buffers Added: 0
  • Clock sinks: 8,192
  • # H-tree levels: 6
  • Post-CTS Resized: 0
  • Clock transition at path regs: 0.06 ns
  • Clk buf depth: 4
  • Clk root buf: clkbuf_16

Critical path
  • Largest stage delay on the critical path: 1.33 ns
  • CP Capture Point: spo[1]
  • CP Class: in -> out
  • Buffers & Inverters on Critical Path: 11
  • Critical path's most frequent cell: buf_4
  • Crit-path leading delay family: buffers and inverters
  • Origin of the worst setup path: a[1]
  • Critical path cell sequence: buf_16 > buf_4 > buf_4 > buf_4 > buf_4 > buf_12 > buf_4 > buf_4 > mux4_2 > a22o_1 > a221oi_1 > buf_4 > o22ai_1 > o21ai_1 > buf_4 > nand4_1 > clkdlybuf4s50_1
  • Nature of the critical path endpoint: output pin
  • WP depth: 17
  • Worst Path Arrival: 48.19 ns
  • CP Data Required Time: 158.24 ns
  • CP max-delay cell: nand4_1
  • CP Launch Type: input port
  • Highest fanout seen on the critical path: 73

Die
  • Fp_density: 50.2%
  • Ports: 114
  • Std cell rows: 319
  • Chip Area: 761,000 sq um
  • Die Ht: 873 um
  • Core ar.: 755,000 sq um
  • Die Wd: 873 um

Min path
  • Hold Path Origin: d[19]
  • Hold/Removal Path Class: in -> reg

Finish
  • Layout cells sized above 1: 35.3%
  • Most flops, register: mem
  • Largest registers: mem x8192
  • Final design utilization: 56.5%
  • Max reg flops: 8,192
  • Layout area overhead: 12.5%
  • Design area: 426,000 sq um

Power
  • Max VDD drop: 0.0107 mV
  • PwrDens: 9.04 nW/um^2
  • P_leak: 134 nW
  • Final Power: 3.85 mW

Job
  • Number of logged tool warnings: 34
  • Max cap viols: 10

Placement
  • GPL Wtd Cong: 1.06
  • Final HPWL DP: 982 mm
  • DP Area: 398,000 sq um
  • I/O Buffers: 113

Status
  • Status: finished, violations left
  • Failing checks: antenna rules, capacitance limit, slew limit
==> worst min-delay path by stage <==
stage	endpoint	slack (ns)	cells past startpoint
final	mem[95][19]	38.71	1
after CTS	mem[95][19]	38.68	1
after global routing	mem[95][19]	38.74	1
==> report_power, final <==
part | internal [mW] | switching [mW] | leakage (nW)
registers | 1.91 | 0.00146 | 73.6
clock network | 0.877 | 0.694 | 13.1
logic | 0.123 | 0.241 | 47.5
==> placed cells by master, fill, tap and decap left out, types with 204 or more instances in the layout <==
master     count
o22ai_1      510
nor2_4       271
mux4_2      3906
buf_4       1388
mux2i_1     1441
a21oi_1      273
diode_2      406
edfxtp_1    8192
o221ai_1     362
a22o_1       204
clkbuf_1     221
nand2_1      240
clkbuf_16    867
==> per-stage QoR <==
stage / std cells / setup slack, ns / hold WS, ns
floorplan: 18300 / 116.26 / 39.66
global placement: 28400 / 109.91 / 39.96
detailed placement: 28400 / 110.52 / 39.96
CTS: 30000 / 110.46 / 38.68
global route: 30300 / 110.02 / 38.74
finish: 30400 / 110.05 / 38.71
==> final cells by class <==
cell class | count | area, sq um
well taps | 10100 | 12700
inverters | 4 | 37.5
flip-flops and latches | 8192 | 246000
clock buffers | 1088 | 22500
multi-input cells | 8598 | 127000
clock inverters | 479 | 4150
diodes | 406 | 1020
repair buffers | 1542 | 12600
fillers | 55000 | 329000
==> routing by layer <==
metal  GRT usage [%]  up-vias  routed length (um)
met5            16.8        -               12900
met4            29.6      279              138000
met3            42.5     4315              343000
met2            55.6    20000              634000
met1            47.7   111000              385000
li1                -    83700                   -
==> cell families (layout without fill, tap and decap cells) <==
logic type             count (synthesis)  in the layout  share of synthesized area, %
AND-OR/OR-AND                       2035           2035                          3.92
other                                  0            406                             0
flip-flops                          8192           8192                          64.9
buffers and inverters               1522           3113                          2.34
multiplexers                        5401           5401                          27.4
AND/OR/NAND/NOR                     1162           1162                          1.45
Power figures rest on the tool's default switching activity, not on a simulated workload.
