<file path="./design.v">
module dist_ir(
    input  [7:0] a,
    input  [31:0] d,
    input  clk,
    input  we,
    output [31:0] spo);
    reg [31: 0] mem[0: 255];
    initial begin
       $readmemh("headers/text.coe", mem);
    end
    always @(posedge clk)
        if (we) mem[a] <= d;
    assign spo = mem[a];
endmodule
</file>
<file path="./run.sh">
#!/bin/bash
# OpenROAD 26Q1-2900-gdf79404cd8, Yosys 0.63+post, stock flow scripts
make -C /OpenROAD-flow-scripts/flow DESIGN_CONFIG=/design/flow/config.mk WORK_HOME=/design/flow/orfs finish
</file>
<file path="./config.mk">
export PLATFORM = sky130hd
export DESIGN_NAME = dist_ir
export DESIGN_NICKNAME = dist_ir
export VERILOG_FILES = /design/flow/design.v
export SDC_FILE = /design/flow/constraint.sdc
export NUM_CORES = 4
export LEC_CHECK = 1
export CORE_UTILIZATION = 50
export SYNTH_HDL_FRONTEND = slang
export SYNTH_MEMORY_MAX_BITS = 65536
</file>
<file path="./constraint.sdc">
current_design dist_ir

set clk_period 70.2
set clk_io_pct 0.2

create_clock -name clk0 -period $clk_period [get_ports {clk}]

set non_clock_inputs [all_inputs -no_clocks]
set_input_delay [expr $clk_period * $clk_io_pct] -clock clk0 $non_clock_inputs
set_output_delay [expr $clk_period * $clk_io_pct] -clock clk0 [all_outputs]
</file>
==> impl_metrics.csv <==
group,metric,value,unit
clocking,clkSlewWorstSetupHoldPaths,60,ps
power_and_ir_drop,total_power,10.1,mW
power_and_ir_drop,p_per_area,28.7,mW/mm^2
job,warning_count,26,
hold_path,hp-class,"in2reg",
status,status,"finished, final reports clean",
synthesis,yosys.area.top_type_share,79.8,%
synthesis,yosysTopAreaCell,"edfxtp_1",
timing,rsz0062_at_grt,"no",
global_route,grt-ovfl-total,0,
place,gp_congestion,0.884,
floorplan,rows,288,
synthesis,async_reset_ff_share,0,%
timing,post-route-period-util,51.0,%
clocking,cts_setup_buffers,0,
global_route,grt_pass1_wl,1220,mm
global_route,grt_pass1_vias,165000,
timing,tns,0,ps
worst_setup_path,start_kind,"input pin",
clocking,cts_tree,"built",
clocking,numCtsBuffers,799,
route,via_per_inst,6.42,
synthesis,synth_area,0.308,mm^2
clocking,cts-root-buf,"clkbuf_16",
clocking,cts_resized,0,
route,drt-total-wl,876,mm
power_and_ir_drop,peakVddDrop,0.0286,mV
finish,top_register,"mem",
synthesis,ys_types,21,
clocking,clock_sinks,8192,
finish,final_util,57.2,%
synthesis,yosysMostFrequentCell,"edfxtp_1",
power_and_ir_drop,power.leakage,108,nW
synthesis,syn_area_per_cell,23.6,um^2
route,ant_nets,0,
synthesis,synth_flops,8192,
synthesis,area_leaders,"edfxtp_1 80%, mux4_2 15%, a22oi_1 2.5%",
floorplan,die_x,787,um
floorplan,die_y,787,um
synthesis,synth-warning-count,0,
route,drc,0,
synthesis,yosys_cells,13100,
finish,reg_top3,"mem: 8192 flops",
route,avgRoutedWirePerCell,38.4,um
place,dp_hpwl,497,mm
finish,final_area,0.351,mm^2
synthesis,yosys-stat-area,0.308,mm^2
timing,setup_violations,0,
finish,area_delta_synth_final,14.0,%
floorplan,ios,74,
route,vias,146000,
finish,drive_above_1_share,30.4,%
timing,final-hold-violation-count,0,
global_route,antenna_found_initial,26,
job,cap_violations,0,
worst_setup_path,critical_path_class,"in2out",
synthesis,common_cells,"8192 x edfxtp_1, 2048 x mux4_2, 1024 x a22oi_1",
worst_setup_path,required,56160,ps
timing,maxSlewViolCount,0,
timing,fin_crit,35830,ps
global_route,grt_max_degree,97,
route,first_pass_iters,5,
synthesis,synthCells,13100,
finish,largest_reg_flops,8192,
clocking,htree_levels,6,
timing,fmax,0.0279,GHz
global_route,grt_use_total,32.4,%
place,numPortBuffers,73,
synthesis,flop_cell,"edfxtp_1",
floorplan,fp_util,50.2,%
worst_setup_path,crit_path_end_kind,"output port",
clocking,clockBufferDepth,4,
floorplan,core_area,0.615,mm^2
timing,slew_headroom,4.09,%
worst_setup_path,arrival,21790,ps
clocking,holdBufCountCts,0,
synthesis,yosysSeqAreaShare,79.8,%
worst_setup_path,worstPathMaxFanout,68,
route,initialDrtViolationCount,8884,
timing,worst_slew_pin_slew,1440,ps
floorplan,chipArea,0.620,mm^2
synthesis,edf_count,8192,
place,placed_area,0.326,mm^2
-- power by group --
part	switching (mW)	leakage (nW)	internal (mW)	total (mW)
combinational	0.328	21.3	0.159	0.487
sequential	0.00225	73.6	5.39	5.39
clock	1.82	12.6	2.39	4.21
total	2.15	108	7.94	10.1
-- routing by layer --
layer | track usage [%] | vias up | wire length, um
met2 | 44.0 | 12400 | 401000
met5 | 3.12 | - | 2380
met1 | 34.4 | 73500 | 229000
met3 | 31.5 | 1520 | 196000
met4 | 12.4 | 52 | 48100
li1 | - | 58800 | -
-- path summary, 6_finish.rpt --
path / startpoint / end / slack [ps] / depth (start not counted)
hold / removal: d[4] / mem[175][4] / 13230 / 1
setup / recovery: a[0] / spo[23] / 34370 / 13
-- per-stage QoR --
step | std cells | setup WS (ps) | hold slack, ps
finish | 22800 | 34370 | 13230
CTS | 22800 | 34070 | 13200
global placement | 21300 | 33040 | 14430
detailed placement | 21300 | 34090 | 14440
global route | 22800 | 33840 | 13180
floorplan | 13100 | 40260 | 14140
-- critical path, cell delays in order --
cell,delay [ps]
buf_16,300
buf_4,640
buf_12,460
buf_4,650
buf_12,520
buf_4,650
buf_4,600
mux4_2,570
a22oi_1,250
a21oi_1,270
o41ai_1,1110
nand4_1,710
clkdlybuf4s50_1,610
-- kinds of logic after synthesis --
family	after synthesis	synth area share, %
AND/OR/NAND/NOR	354	0.490
multiplexers	2048	15.0
buffers and inverters	797	1.09
AND-OR/OR-AND	1664	3.69
flip-flops	8192	79.8
-- area by class of cell --
cell class | count | area (um^2)
diodes | 18 | 45.0
clock buffers | 971 | 20800
clock inverters | 509 | 5030
fillers | 42400 | 263000
inverters | 1 | 3.75
multi-input cells | 4066 | 61800
flip-flops and latches | 8192 | 246000
well taps | 8120 | 10200
repair buffers | 926 | 7620
-- cell usage in the layout, fill, tap and decap left out, types with 10 or more instances in the layout --
cell	count
nand2_2	16
buf_8	32
nand4_1	32
clkinv_8	13
inv_6	16
a21oi_1	503
diode_2	18
clkbuf_16	805
buf_4	829
buf_12	23
clkinv_2	159
bufinv_16	76
clkbuf_1	166
clkinv_16	15
mux4_2	2048
clkdlybuf4s50_1	39
o41ai_1	41
o41ai_2	78
clkinvlp_4	30
nor2_4	228
inv_16	10
nand2_1	11
edfxtp_1	8192
nor3_2	30
a22oi_1	1024
clkinv_1	188
Power figures rest on the tool's default switching activity, not on a simulated workload.
